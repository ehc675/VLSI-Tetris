[flow/run.sh]
#!/bin/bash
# OpenROAD 26Q1-2900-gdf79404cd8, Yosys 0.63+post, stock flow scripts
make -C /OpenROAD-flow-scripts/flow DESIGN_CONFIG=/design/flow/config.mk WORK_HOME=/design/flow/orfs finish
[flow/design.v]
module calc_cur_blk(piece, pos_x, pos_y, rot, blk_1, blk_2, blk_3, blk_4, width, height);
input piece, pos_x, pos_y, rot;
output blk_1, blk_2, blk_3, blk_4, width, height;
wire [1:0] rot;
wire [2:0] piece;
wire [3:0] pos_x, pos_y;
reg [2:0] width, height;
reg [5:0] blk_1, blk_2, blk_3, blk_4;
parameter EMPTY_BLOCK = 3'b000, I_BLOCK = 3'b001, O_BLOCK = 3'b010, T_BLOCK = 3'b011;
parameter S_BLOCK = 3'b100, Z_BLOCK = 3'b101, J_BLOCK = 3'b110, L_BLOCK = 3'b111;
always @ (*) begin
  case (piece)
    EMPTY_BLOCK: begin
      blk_1 = 8'b11111111;
      blk_2 = 8'b11111111;
      blk_3 = 8'b11111111;
      blk_4 = 8'b11111111;
      width = 0;
      height = 0;
    end  
    I_BLOCK: begin
      if (rot == 0 || rot == 2) begin
        blk_1 = (pos_y * 7) + pos_x;
        blk_2 = (pos_y * 7) + pos_x + 1;
        blk_3 = (pos_y * 7) + pos_x + 2;
        blk_4 = (pos_y * 7) + pos_x + 3;
        width = 4;
        height = 1;
      end 
      else begin
        blk_1 = (pos_y * 7) + pos_x;
        blk_2 = ((pos_y + 1) * 7) + pos_x;
        blk_3 = ((pos_y + 2) * 7) + pos_x;
        blk_4 = ((pos_y + 3) * 7) + pos_x;
        width = 1;
        height = 4;
      end          
    end
    O_BLOCK: begin
        blk_1 = (pos_y * 7) + pos_x;
        blk_2 = (pos_y * 7) + pos_x + 1;
        blk_3 = ((pos_y + 1) * 7) + pos_x;
        blk_4 = ((pos_y + 1) * 7) + pos_x + 1;
        width = 2;
        height = 2;
    end
    T_BLOCK: begin
      case (rot)
        0: begin
          blk_1 = (pos_y * 7) + pos_x + 1;
          blk_2 = ((pos_y + 1) * 7) + pos_x;
          blk_3 = ((pos_y + 1) * 7) + pos_x + 1;
          blk_4 = ((pos_y + 1) * 7) + pos_x + 2;
          width = 3;
          height = 2;
        end
        1: begin
          blk_1 = (pos_y * 7) + pos_x;
          blk_2 = ((pos_y + 1) * 7) + pos_x;
          blk_3 = ((pos_y + 2) * 7) + pos_x;
          blk_4 = ((pos_y + 1) * 7) + pos_x + 1;
          width = 2;
          height = 3;
        end
        2: begin
          blk_1 = (pos_y * 7) + pos_x;
          blk_2 = (pos_y * 7) + pos_x + 1;
          blk_3 = (pos_y * 7) + pos_x + 2;
          blk_4 = ((pos_y + 1) * 7) + pos_x + 1;
          width = 3;
          height = 2;
        end
        3: begin
          blk_1 = (pos_y * 7) + pos_x + 1;
          blk_2 = ((pos_y + 1) * 7) + pos_x + 1;
          blk_3 = ((pos_y + 2) * 7) + pos_x + 1;
          blk_4 = ((pos_y + 1) * 7) + pos_x;
          width = 2;
          height = 3;
        end      
      endcase
    end   
    S_BLOCK: begin
      if (rot == 0 || rot == 2) begin
        blk_1 = (pos_y * 7) + pos_x + 1;
        blk_2 = (pos_y * 7) + pos_x + 2;
        blk_3 = ((pos_y + 1) * 7) + pos_x;
        blk_4 = ((pos_y + 1) * 7) + pos_x + 1;
        width = 3;
        height = 2;
      end 
      else begin
        blk_1 = (pos_y * 7) + pos_x;
        blk_2 = ((pos_y + 1) * 7) + pos_x;
        blk_3 = ((pos_y + 1) * 7) + pos_x + 1;
        blk_4 = ((pos_y + 2) * 7) + pos_x + 1;
        width = 2;
        height = 3;
      end
    end    
    Z_BLOCK: begin
        if (rot == 0 || rot == 2) begin
          blk_1 = (pos_y * 7) + pos_x;
          blk_2 = (pos_y * 7) + pos_x + 1;
          blk_3 = ((pos_y + 1) * 7) + pos_x + 1;
          blk_4 = ((pos_y + 1) * 7) + pos_x + 2;
          width = 3;
          height = 2;
        end 
        else begin
          blk_1 = (pos_y * 7) + pos_x + 1;
          blk_2 = ((pos_y + 1) * 7) + pos_x;
          blk_3 = ((pos_y + 2) * 7) + pos_x;
          blk_4 = ((pos_y + 1) * 7) + pos_x + 1;
          width = 2;
          height = 3;
        end
    end    
    J_BLOCK: begin
        case (rot)
            3: begin
              blk_1 = (pos_y * 7) + pos_x + 1;
              blk_2 = ((pos_y + 1) * 7) + pos_x + 1;
              blk_3 = ((pos_y + 2) * 7) + pos_x + 1;
              blk_4 = ((pos_y + 2) * 7) + pos_x;
              width = 2;
              height = 3;
            end
            0: begin
              blk_1 = (pos_y * 7) + pos_x;
              blk_2 = ((pos_y + 1) * 7) + pos_x;
              blk_3 = ((pos_y + 1) * 7) + pos_x + 1;
              blk_4 = ((pos_y + 1) * 7) + pos_x + 2;
              width = 3;
              height = 2;
            end
            1: begin
              blk_1 = (pos_y * 7) + pos_x;
              blk_2 = ((pos_y + 1) * 7) + pos_x;
              blk_3 = ((pos_y + 2) * 7) + pos_x;
              blk_4 = (pos_y * 7) + pos_x + 1;
              width = 2;
              height = 3;
            end
            2: begin
              blk_1 = (pos_y * 7) + pos_x;
              blk_2 = (pos_y * 7) + pos_x + 1;
              blk_3 = (pos_y * 7) + pos_x + 2;
              blk_4 = ((pos_y + 1) * 7) + pos_x + 2;
              width = 3;
              height = 2;
            end
        endcase
    end       
    L_BLOCK: begin
        case (rot)
            3: begin
              blk_1 = (pos_y * 7) + pos_x;
              blk_2 = ((pos_y + 1) * 7) + pos_x;
              blk_3 = ((pos_y + 2) * 7) + pos_x;
              blk_4 = ((pos_y + 2) * 7) + pos_x + 1;
              width = 2;
              height = 3;
            end
            0: begin
              blk_1 = ((pos_y + 1) * 7) + pos_x;
              blk_2 = (pos_y * 7) + pos_x;
              blk_3 = (pos_y * 7) + pos_x + 1;
              blk_4 = (pos_y * 7) + pos_x + 2;
              width = 3;
              height = 2;
            end
            1: begin
              blk_1 = (pos_y * 7) + pos_x + 1;
              blk_2 = ((pos_y + 1) * 7) + pos_x + 1;
              blk_3 = ((pos_y + 2) * 7) + pos_x + 1;
              blk_4 = (pos_y * 7) + pos_x;
              width = 2;
              height = 3;
            end
            2: begin
              blk_1 = ((pos_y + 1) * 7) + pos_x;
              blk_2 = ((pos_y + 1) * 7) + pos_x + 1;
              blk_3 = ((pos_y + 1) * 7) + pos_x + 2;
              blk_4 = (pos_y * 7) + pos_x + 2;
              width = 3;
              height = 2;
            end
        endcase
    end        
  endcase      
end
endmodule        
[flow/constraint.sdc]
current_design calc_cur_blk

set clk_period 9.8
set clk_io_pct 0.2

create_clock -name clk0 -period $clk_period

set non_clock_inputs [all_inputs -no_clocks]
set_input_delay [expr $clk_period * $clk_io_pct] -clock clk0 $non_clock_inputs
set_output_delay [expr $clk_period * $clk_io_pct] -clock clk0 [all_outputs]
[flow/config.mk]
export PLATFORM = sky130hd
export DESIGN_NAME = calc_cur_blk
export DESIGN_NICKNAME = calc_cur_blk
export VERILOG_FILES = /design/flow/design.v
export SDC_FILE = /design/flow/constraint.sdc
export NUM_CORES = 4
export LEC_CHECK = 1
export CORE_UTILIZATION = 30
export SYNTH_HDL_FRONTEND = slang
==> flow_metrics.env <==
# source this file to load flow results
export IMPL_outcome="finished, final reports clean"
export IMPL_worst_setup_path_start_kind="input port"
export IMPL_synth_seq_share=0
export IMPL_cts_hold_buffers_added=0
export IMPL_placed_cells=881
export IMPL_routed_wl_um=16500
export IMPL_maxCapViolations=0
export IMPL_fp_util=0.306
export IMPL_port_buffers=43
export IMPL_timing_fmax_mhz=108
export IMPL_seq_cell_count=0
export IMPL_place_detailed_hpwl_um=11800
export IMPL_grt_pass1_vias=4730
export IMPL_path_max_fanout=10
export IMPL_yosysUniqueCellTypes=66
export IMPL_synth_stat_cells=691
export IMPL_pre_cts_ws_ns=0.560
export IMPL_seqCellArea_um2=0
export IMPL_hold_viol=0
export IMPL_placementRows=45
export IMPL_min_path_type="in2out"
export IMPL_avgViaCountPerCell=5.99
export IMPL_synth_avg_cell_area_um2=6.74
export IMPL_worstMarginPinSlew_ns=0.836
export IMPL_timing_final_crit_period_ns=9.25
export IMPL_yosys_area_top_type="ha_1"
export IMPL_crit_type="in2out"
export IMPL_cp_arrival_ns=7.29
export IMPL_grt_max_degree=68
export IMPL_ant_nets=0
export IMPL_setup_ws_ns=0.546
export IMPL_top_cell_area_share=0.132
export IMPL_drt_iter0_drc=514
export IMPL_syn_cell_area_um2=4660
export IMPL_setup_tns_ns=0
export IMPL_dieArea_um2=16000
export IMPL_post_cts_setup_buffer_count=0
export IMPL_topCellsByArea="ha_1 (13%), fa_1 (8.6%), a21oi_1 (8.3%)"
export IMPL_antenna_cells_inserted=0
export IMPL_grt_overflow=0
export IMPL_cp_data_required_time_ns=7.84
export IMPL_antenna_found_initial=0
export IMPL_grt_use_total=0.209
export IMPL_leakage_nw=2.11
export IMPL_ioPinCount=43
export IMPL_stdcell_count=881
export IMPL_ir_drop_mv=0.0741
export IMPL_core_um2=15200
export IMPL_finalClockPeriodUsage=0.944
export IMPL_warnings=49
export IMPL_drc_errors=0
export IMPL_power_density_nw_per_um2=181
export IMPL_endpoint_kind="primary output"
export IMPL_die_w_um=127
export IMPL_wl_per_cell_um=18.8
export IMPL_grt_setup_unrepaired="false"
export IMPL_cts_resized=0
export IMPL_syn_inst=691
export IMPL_num_vias=5273
export IMPL_ys_area_um2=4660
export IMPL_gp_congestion=0.977
export IMPL_synthToLayoutAreaGrowth_pct=12.4
export IMPL_fp_dieH_um=127
export IMPL_nFillCells=1635
export IMPL_grt_pass1_wl_um=26300
export IMPL_yosys_warnings=0
export IMPL_first_pass_iters=5
export IMPL_n_clock_buffer=0
export IMPL_drive_gt1_frac=0.0577
export IMPL_drv_slew=0
export IMPL_setup_viol=0
export IMPL_relSlewSlack=0.441
==> cell usage after synthesis (4+ instances only) <==
master and instances:
a21o_1 6, and3_1 6, o21ai_0 53, nor3_1 13, a211o_1 5, nand2_1 58
xnor2_1 43, a22oi_1 11, a211oi_1 19, xor2_1 18, fa_1 20, nand3_1 15
and2_1 4, ha_1 49, a21boi_0 4, a221o_1 5, clkbuf_1 52, a31oi_1 6
inv_1 56, a221oi_1 18, a21oi_1 77, o211ai_1 8, a2111oi_0 4, buf_1 6
nor2_1 47, a22o_1 5, mux2i_1 6, o22ai_1 12, nor2b_1 4
==> worst paths after layout <==
check                 slack (ns)         to     start  cells after the start
worst min-delay path        4.89  height[0]  piece[0]                      5
worst max-delay path        0.55   blk_4[5]  pos_y[1]                     17
==> power breakdown <==
group / switching [mW] / total [mW] / internal (mW)
sequential: 0 / 0 / 0
clock: 0 / 0 / 0
combinational: 0.554 / 0.950 / 0.396
==> worst max-delay path, stage by stage <==
cell             delay [ns]
clkdlybuf4s50_1        0.72
inv_1                  0.25
ha_1                   0.45
fa_1                   0.56
inv_1                  0.05
fa_1                   0.49
inv_1                  0.04
ha_1                   0.35
xnor2_1                0.46
nor3b_1                0.10
mux2_2                 0.32
xnor2_1                0.45
o2bb2ai_1              0.14
a211oi_1               0.23
a311oi_1               0.08
nand4_1                0.16
clkdlybuf4s50_1        0.47
==> cell type report <==
| type | instances | area [µm²] | area share |
|---|---|---|---|
| multi-input cells | 573 | 4210 | 0.804 |
| repair buffers | 64 | 578 | 0.110 |
| well taps | 188 | 235 | 0.0449 |
| inverters | 56 | 210 | 0.0402 |
==> cells in the final DEF, fill, tap and decap left out, types with 6 or more instances in the layout <==
cell type / count
inv_1: 56
o211ai_1: 8
a21oi_1: 77
a22oi_1: 11
buf_4: 21
ha_1: 48
mux2i_1: 6
a211oi_1: 19
nand2_1: 58
clkdlybuf4s50_1: 41
xnor2_1: 43
xor2_1: 18
a221oi_1: 18
o22ai_1: 12
a21o_1: 6
a31oi_1: 6
fa_1: 20
and3_1: 6
nand3_1: 15
o21ai_0: 53
nor3_1: 13
nor2_1: 46
==> per-stage QoR <==
step	hold slack, ns	instance area [µm²]	total power [mW]	util
after floorplan	4.05	4660	0.646	-
after global placement	4.89	5230	0.935	0.344
after detailed placement	4.88	5230	0.930	0.344
after CTS	4.89	5230	0.936	0.344
after global routing	4.96	5230	1.04	0.344
final	4.89	5230	0.950	0.344
==> metal layers <==
metal	share of wire	wire, µm	vias to the layer above	GRT usage
li1	-	-	2504	-
met1	0.43	7040	2360	0.312
met2	0.43	7050	363	0.310
met3	0.11	1850	46	0.0275
met4	0.037	616	0	0.0702
met5	0	0	-	0
==> logic make-up (layout without fill, tap and decap cells) <==
logic type,count (synthesis),count (layout),share of synthesized area
and+or+nand+nor,166,166,0.165
adders and majority gates,69,69,0.218
buffers and inverters,118,120,0.0972
xor gates and xnor gates,64,64,0.128
AOI/OAI and AO/OA,265,265,0.373
muxes,9,9,0.0201
Power is estimated from default activity; no workload was simulated.
