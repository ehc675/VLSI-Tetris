==> flow/design.v <==
module dp (clka, clkb, restart, test_blk_1, test_blk_2, test_blk_3, test_blk_4, test_width, test_height, test_in_sig,
           new_block_test_in_sig, move_in_sig, row_clear_in_sig,
           next_play_sig, make_sig, clear_out_sig, over_out_sig, vis_0, vis_1, vis_2, vis_3, vis_4, vis_5, vis_6, rot_out, x_out, y_out);
input clka, clkb, restart, test_blk_1, test_blk_2, test_blk_3, test_blk_4, test_width, test_height, test_in_sig, new_block_test_in_sig, move_in_sig,
      row_clear_in_sig;
output next_play_sig, make_sig, clear_out_sig, over_out_sig, vis_0, vis_1, vis_2, vis_3, vis_4, vis_5, vis_6, rot_out, x_out, y_out;
wire  clka, clkb, restart, test_in_sig, new_block_test_in_sig, row_clear_in_sig;
wire  [1:0] move_in_sig;
wire  [2:0] test_width, test_height;
wire  [5:0] test_blk_1, test_blk_2, test_blk_3, test_blk_4;
reg next_play_sig, make_sig, clear_out_sig, over_out_sig;
reg [1:0] rot_out;
reg [3:0] x_out, y_out;
wire [6:0] vis_0, vis_1, vis_2, vis_3, vis_4, vis_5, vis_6;
parameter left  = 2'b00, right = 2'b01, rot = 2'b10, down = 2'b11;
wire [48:0] current_board_shift;
reg intersects, intersects_below, last_row, add_to_board, buff, en_0, en_1, en_2, en_3, en_4, en_5, en_6;
reg [1:0] cur_rot;
reg [2:0] cur_row, cur_width, cur_height;
reg [3:0] cur_pos_x, cur_pos_y;
reg [5:0] blk_1, blk_2, blk_3, blk_4;
reg [48:0] current_board;
always @ (posedge clkb)
begin
    intersects = current_board[test_blk_1] || current_board[test_blk_2] || current_board[test_blk_3] || current_board[test_blk_4];
    intersects_below = current_board[blk_1 + 7] || current_board[blk_2 + 7] || current_board[blk_3 + 7] || current_board[blk_4 + 7];
    last_row = test_blk_1 > 41 || test_blk_2 > 41 || test_blk_3 > 41 || test_blk_4 > 41;
    buff = (test_blk_1 > 13 || test_blk_2 > 13 || test_blk_3 > 13 || test_blk_4 > 13) && new_block_test_in_sig;
    en_0 = &current_board[0+: 7];
    en_1 = &current_board[7+: 7];
    en_2 = &current_board[14+: 7];
    en_3 = &current_board[21+: 7];
    en_4 = &current_board[28+: 7];
    en_5 = &current_board[35+: 7];
    en_6 = &current_board[42+: 7];
    clear_out_sig = en_0 || en_1 || en_2 || en_3 || en_4 || en_5 || en_6;
    if (restart) begin
      cur_pos_x = 0;
      cur_pos_y = 0;
      cur_rot = 0;
      cur_width = 0;
      cur_height = 0;
      blk_1 = 0;
      blk_2 = 6;
      blk_3 = 42;
      blk_4 = 48;
      over_out_sig = 0;
      add_to_board = 0;
    end
    else if (test_in_sig) begin
      if (new_block_test_in_sig) begin
        cur_rot = 0;
        cur_pos_x = 3;
        cur_pos_y = 0;
        cur_width = test_width;
        cur_height = test_height;
        add_to_board = 0;
      end
      if (intersects && new_block_test_in_sig) begin
        over_out_sig = 1;
      end
      if (intersects || last_row) begin
        add_to_board = 1;
      end
      case (move_in_sig)
        right: begin
          if (cur_pos_x > 0 && !intersects) begin
            cur_pos_x = cur_pos_x - 1;
            blk_1 = test_blk_1;
            blk_2 = test_blk_2;
            blk_3 = test_blk_3;
            blk_4 = test_blk_4;
          end
          else if (!intersects_below) begin
            cur_pos_y = cur_pos_y + 1;
            blk_1 = blk_1 + 7;
            blk_2 = blk_2 + 7;
            blk_3 = blk_3 + 7;
            blk_4 = blk_4 + 7;
          end
          else begin
            add_to_board = 1;
          end
        end
        left: begin
          if (cur_pos_x + cur_width < 7 && !intersects) begin
            cur_pos_x = cur_pos_x + 1;
            blk_1 = test_blk_1;
            blk_2 = test_blk_2;
            blk_3 = test_blk_3;
            blk_4 = test_blk_4;
          end
          else if (!intersects_below) begin
            cur_pos_y = cur_pos_y + 1;
            blk_1 = blk_1 + 7;
            blk_2 = blk_2 + 7;
            blk_3 = blk_3 + 7;
            blk_4 = blk_4 + 7;
          end
          else begin
            add_to_board = 1;
          end
        end
        rot: begin
          if (cur_pos_x + test_width <= 7 && cur_pos_y + test_height <= 7 && !intersects) begin
            cur_rot = cur_rot + 1;
            cur_width = cur_height;
            cur_height = cur_width;
            blk_1 = test_blk_1;
            blk_2 = test_blk_2;
            blk_3 = test_blk_3;
            blk_4 = test_blk_4;
          end
          else if (!intersects_below) begin
            cur_pos_y = cur_pos_y + 1;
            blk_1 = blk_1 + 7;
            blk_2 = blk_2 + 7;
            blk_3 = blk_3 + 7;
            blk_4 = blk_4 + 7;
          end
          else begin
            add_to_board = 1;
          end
        end
        down: begin
          if (cur_pos_y + cur_height < 7 && !intersects) begin
            if (new_block_test_in_sig) begin
              cur_pos_y = cur_pos_y;
            end
            else begin
                cur_pos_y = cur_pos_y + 1;
            end
            blk_1 = test_blk_1;
            blk_2 = test_blk_2;
            blk_3 = test_blk_3;
            blk_4 = test_blk_4;
          end
          else begin
            add_to_board = 1;
          end
        end
      endcase
    end
end
always @ (posedge clka)
begin
  if (restart) begin
    current_board = 0;
    cur_row = 0;
    rot_out = 0;
    x_out = 0;
    y_out = 0;
  end
  else if (row_clear_in_sig) begin
    current_board = current_board_shift;
    if (cur_row == 6) begin
      cur_row = 0;
    end
    else begin
      cur_row = cur_row + 1;
    end
  end
  else if (add_to_board && !buff) begin
    current_board[blk_1] = 1;
    current_board[blk_2] = 1;
    current_board[blk_3] = 1;
    current_board[blk_4] = 1;
    make_sig = 1;
  end
  else if (buff) begin
    make_sig = 1;
  end
  else begin
    make_sig = 0;
  end
  next_play_sig = !clear_out_sig && !over_out_sig;
  rot_out = cur_rot;
  x_out = cur_pos_x;
  y_out = cur_pos_y;
end
  shifter clear (
    .fallen_pieces(current_board),
    .row(cur_row),
    .enabled(&current_board[cur_row * 7+: 7]),
    .new_grid(current_board_shift));
  visual vis (
    .fallen_pieces(current_board),
    .blk_1(blk_1),
    .blk_2(blk_2),
    .blk_3(blk_3),
    .blk_4(blk_4),
    .row_0(vis_0),
    .row_1(vis_1),
    .row_2(vis_2),
    .row_3(vis_3),
    .row_4(vis_4),
    .row_5(vis_5),
    .row_6(vis_6));
endmodule  
module shifter (fallen_pieces, row, enabled, new_grid);
input fallen_pieces, row, enabled;
output new_grid;
wire [48:0] fallen_pieces;
wire [2:0] row;
wire enabled;
reg [48:0] new_grid;
always @(*) begin
  if (enabled) begin
    case (row)  
      0: begin
        new_grid = {fallen_pieces[48:7], 7'b0000000};
      end
      1: begin
        new_grid = {fallen_pieces[48:14], fallen_pieces[6:0], 7'b0000000};
      end
      2: begin
        new_grid = {fallen_pieces[48:21], fallen_pieces[13:0], 7'b0000000};
      end
      3: begin
        new_grid = {fallen_pieces[48:28], fallen_pieces[20:0], 7'b0000000};
      end
      4: begin
        new_grid = {fallen_pieces[48:35], fallen_pieces[27:0], 7'b0000000};
      end
      5: begin
        new_grid = {fallen_pieces[48:42], fallen_pieces[34:0], 7'b0000000};
      end
      6: begin
        new_grid = {fallen_pieces[41:0], 7'b0000000};
      end
    endcase      
  end
 else begin
   new_grid = fallen_pieces;
 end     
end  
endmodule
module visual(
    input wire [48:0] fallen_pieces,
    input wire [5:0] blk_1,
    input wire [5:0] blk_2,
    input wire [5:0] blk_3,
    input wire [5:0] blk_4,
    output reg [6:0] row_0,
    output reg [6:0] row_1,
    output reg [6:0] row_2,
    output reg [6:0] row_3,
    output reg [6:0] row_4,
    output reg [6:0] row_5,
    output reg [6:0] row_6
    );
    reg [48:0] display_pieces;
    always @ (*) begin
	display_pieces = fallen_pieces;
  display_pieces[blk_1] = 1;
	display_pieces[blk_2] = 1;
	display_pieces[blk_3] = 1;
	display_pieces[blk_4] = 1;
	row_0 = display_pieces[7:0];
	row_1 = display_pieces[(2*7)-1:7];
	row_2 = display_pieces[(3*7)-1:(2*7)];
	row_3 = display_pieces[(4*7)-1:(3*7)];
	row_4 = display_pieces[(5*7)-1:(4*7)];
	row_5 = display_pieces[(6*7)-1:(5*7)];
	row_6 = display_pieces[(7*7)-1:(6*7)];
end
endmodule
==> flow/run.sh <==
#!/bin/bash
# OpenROAD 26Q1-2900-gdf79404cd8, Yosys 0.63+post, stock flow scripts
make -C /OpenROAD-flow-scripts/flow DESIGN_CONFIG=/design/flow/config.mk WORK_HOME=/design/flow/orfs finish
==> flow/config.mk <==
export PLATFORM = sky130hd
export DESIGN_NAME = dp
export DESIGN_NICKNAME = dp
export VERILOG_FILES = /design/flow/design.v
export SDC_FILE = /design/flow/constraint.sdc
export NUM_CORES = 4
export LEC_CHECK = 1
export CORE_UTILIZATION = 40
export SYNTH_HDL_FRONTEND = slang
==> flow/constraint.sdc <==
current_design dp

set clk_period 5.0
set clk_io_pct 0.2

create_clock -name clk0 -period $clk_period [get_ports {clka}]
create_clock -name clk1 -period $clk_period [get_ports {clkb}]

set non_clock_inputs [all_inputs -no_clocks]
set_input_delay [expr $clk_period * $clk_io_pct] -clock clk0 $non_clock_inputs
set_output_delay [expr $clk_period * $clk_io_pct] -clock clk0 [all_outputs]
==> flow_summary.yaml <==
# synthesis and place-and-route metrics
status:
  status: "finished clean"
die:
  die_w_um: 180
  initCoreUtil_pct: 41.0
  floorplan.rows: 64
  num_io_pins: 101
  die_y_um: 180
  core-area_um2: 30800
  dieArea_um2: 32300
worst_setup_path:
  worstSetupStartpointType: "input pin"
  required_ps: 5150
  crit_arrival_ps: 4710
  end_kind: "register"
  crit_path_max_fanout: 13
  critPathKind: "input pin to register"
place:
  gp_congestion: 1.05
  post-place-cells: 1929
  hpwl_mm: 37.8
  place_area_um2: 14100
  place_ws_ps: 194
  io_buffers: 99
yosys:
  synth_cell_types: 71
  syn_area_um2: 12600
  ys_warn_count: 0
  synth_area_per_cell_um2: 8.31
  edf_count: 1
  ys_ff: 157
  ys_area_um2: 12600
  top_cells_by_area: "dfxtp_1 17%, mux4_2 14%, mux2i_1 8.6%, dlxtp_1 5.8%, a22o_1 5.1%"
  post-synth-top-count-cell: "nor2_1"
  largest_area_cell: "dfxtp_1"
  top_cell_area_share_pct: 16.9
  syn_inst: 1522
  ys.flop_type: "dfxtp_1"
  synthArstFlopShare_pct: 0
  netlist_top_cells_count: "169 x nor2_1, 142 x clkbuf_1, 109 x mux2i_1"
  yosys_cells: 1522
final_timing:
  slew_headroom_pct: 38.7
  hold_ws_ps: 281
  finalSetupTns_ps: 0
  untimed_endpoints: 49
  setup_viol: 0
  unclocked_regs: 49
  slew_violations: 0
  timing.final.ws_setup_ps: 446
  rsz0062_at_grt: "no"
  skew_ps: 7.75
  tightest_slew_ps: 918
  hold_viol_final: 0
finish:
  fin_cells: 1955
  fin_util_pct: 47.2
  stdcell_area_um2: 14600
  nFillCells: 2973
  area.growth.synth_to_final_pct: 15.2
  drive_above_1_share_pct: 14.8
run:
  drv_cap: 0
  log.warning_count: 32
routing:
  postRouteWirelength_mm: 54.2
  ant_nets: 0
  wl_per_cell_um: 27.7
  drt_iter0_markers: 1242
  first_pass_iters: 24
  via_per_inst: 6.69
  route.vias.total: 13100
  drc: 0
global_route:
  antenna_found_initial: 2
  grt_pass1_wl_mm: 80.5
  grt_pass1_vias: 12600
  track_usage_pct: 34.4
  overflow: 0
  grt_max_degree: 59
power_and_ir_drop:
  ir_worst_vdd_uv: 236
  p_total_mw: 4.93
  power_density_nw_per_um2: 338
  power.leakage_nw: 5.56
clock_network:
  cts_resized: 0
  post_cts_buffers: 0
  ctsHoldBuffers: 0
  clkSlewWorstSetupHoldPaths_ps: 60
  cts_tree: "yes"
min_path:
  hp-class: "register to register"
registers in the layout, indices dropped and copies added, names as in the netlist:
| signal | cells |
|---|---|
| add_to_board | 1 |
| blk_1 | 6 |
| blk_2 | 6 |
| blk_3 | 6 |
| blk_4 | 6 |
| buff | 1 |
| clear.new_grid | 49 |
| clear_out_sig | 1 |
| cur_height | 3 |
| cur_pos_x | 4 |
| cur_pos_y | 4 |
| cur_rot | 2 |
| cur_row | 3 |
| cur_width | 3 |
| current_board | 49 |
| make_sig | 1 |
| next_play_sig | 1 |
| over_out_sig | 1 |
| rot_out | 2 |
| x_out | 4 |
| y_out | 4 |
power breakdown:
part / total [mW] / internal [mW] / leakage, nW / switching [mW]
clock: 1.07 / 0.642 / 0.235 / 0.429
combinational: 2.67 / 1.11 / 4.09 / 1.57
sequential: 1.19 / 0.964 / 1.24 / 0.221
final timing paths:
path / from / end / slack [ps] / cells after the start
max reg2reg: blk_2[1]$_SDFFE_PP1P_ / blk_4[2]$_SDFFE_PP0P_ / 660 / 11
min: cur_rot[1]$_SDFFE_PP0P_ / rot_out[1]$_DFF_P_ / 280 / 0
max in group clk0: blk_2[0]$_SDFFE_PP0P_ / vis_4[4] / 1180 / 5
min in group clk1: cur_height[0]$_SDFFE_PP0P_ / cur_height[0]$_SDFFE_PP0P_ / 460 / 2
max: new_block_test_in_sig / blk_2[0]$_SDFFE_PP0P_ / 450 / 15
min reg2reg: cur_rot[1]$_SDFFE_PP0P_ / rot_out[1]$_DFF_P_ / 280 / 0
cell usage in the layout, fill, tap and decap left out, types with 5 or more instances in the layout:
cell type        count
a211o_1              7
a211oi_1             5
a21o_1               6
a21oi_1            100
a22o_1              73
a22oi_1             14
a311oi_1             6
a31oi_1             19
and2_1              20
and3_1              15
buf_4               84
clkbuf_16           14
clkbuf_8             5
clkdlybuf4s50_1     97
dfxtp_1            107
dlxtp_1             49
ha_1                18
inv_1               44
mux2_2              30
mux2i_1            109
mux4_2              78
nand2_1             77
nand2b_1            14
nand3_1             52
nand3b_1             8
nand4_1             20
nor2_1             168
nor2b_1             16
nor3_1              23
nor3b_1             11
o211ai_1            13
o21ai_0             24
o22ai_1             47
o2bb2ai_1           17
o32ai_1              5
or3_1               59
or4_1                6
xnor2_1             12
xor2_1               6
layout make-up:
cell class / count / area (µm²) / share of cell area [%]
Timing Repair Buffer: 182 / 1610 / 11.0
Clock inverter: 5 / 61.3 / 0.421
Tap cell: 396 / 495 / 3.40
Multi-Input combinational cell: 1150 / 8910 / 61.1
Clock buffer: 19 / 419 / 2.88
Sequential cell: 157 / 2910 / 20.0
Antenna cell: 2 / 5.00 / 0.0344
Inverter: 44 / 165 / 1.13
worst max-delay path, cell delays in order:
cell and delay, ps:
clkdlybuf4s50_1 500, buf_4 230, nor2_1 130, inv_1 140, ha_1 310, a21o_1 120
or3b_2 450, o21ai_0 240, o221ai_1 160, a21oi_1 220, o211ai_1 150, and2_1 290
nand2_1 310, a2bb2oi_1 340, o2bb2ai_1 120
per-layer routing:
metal | vias up | global-route usage [%] | wire length (µm)
met2 | 897 | 48.7 | 23100
met3 | 212 | 12.3 | 6690
met1 | 6207 | 47.1 | 21200
li1 | 5772 | - | -
met4 | 0 | 17.6 | 3160
met5 | - | 0.148 | 0
cells by family (layout without fill, tap and decap cells):
| kind of cell | Yosys count | in the layout | share of synthesized area [%] |
|---|---|---|---|
| simple gates | 511 | 511 | 20.2 |
| compound gates | 382 | 382 | 21.4 |
| mux | 218 | 218 | 25.3 |
| buf+inv | 215 | 250 | 6.61 |
| flops | 108 | 108 | 17.2 |
| latches | 49 | 49 | 5.82 |
| fa+ha+maj | 21 | 21 | 2.26 |
| xor+xnor | 18 | 18 | 1.25 |
| other cells | 0 | 2 | 0 |
Power and IR drop assume default switching activity.
